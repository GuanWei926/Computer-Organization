==> ./design.v <==
module imem (
    input  [ 5 : 0] addr,   
    output [31 : 0] rdata   
);
    reg [31 : 0] RAM [15 : 0];
    initial  
    begin
        RAM[0]  = 32'h20080017; RAM[1]  = 32'h2109002d;
        RAM[2]  = 32'hac090008; RAM[3]  = 32'h8c0a0008;
        RAM[4]  = 32'h214bffd3; RAM[5]  = 32'h110b0001;
        RAM[6]  = 32'hac080000; RAM[7]  = 32'h08100007;
        RAM[8]  = 32'h00000000; RAM[9]  = 32'h00000000; 
        RAM[10] = 32'h00000000; RAM[11] = 32'h00000000; 
        RAM[12] = 32'h00000000; RAM[13] = 32'h00000000;
        RAM[14] = 32'h00000000; RAM[15] = 32'h00000000;
    end
    assign rdata = RAM[addr[5:2]];
endmodule
==> ./run.sh <==
#!/bin/bash
# OpenROAD 26Q1-2900-gdf79404cd8, Yosys 0.63+post, stock flow scripts
make -C /OpenROAD-flow-scripts/flow DESIGN_CONFIG=/design/flow/config.mk WORK_HOME=/design/flow/orfs finish
==> ./config.mk <==
export PLATFORM = sky130hd
export DESIGN_NAME = imem
export DESIGN_NICKNAME = imem
export VERILOG_FILES = /design/flow/design.v
export SDC_FILE = /design/flow/constraint.sdc
export NUM_CORES = 4
export LEC_CHECK = 1
export CORE_AREA = 10 10 70 70
export DIE_AREA = 0 0 80 80
==> ./constraint.sdc <==
current_design imem

set clk_period 1.0
set clk_io_pct 0.2

create_clock -name clk0 -period $clk_period

set non_clock_inputs [all_inputs -no_clocks]
set_input_delay [expr $clk_period * $clk_io_pct] -clock clk0 $non_clock_inputs
set_output_delay [expr $clk_period * $clk_io_pct] -clock clk0 [all_outputs]
==> impl_metrics.csv <==
group,metric,value,unit
status,status,"finished, violations left",
status,violations,"setup timing",
logic_synthesis,synth.area.top_cells,"buf_4 (28%), ha_1 (18%), buf_6 (5.3%)",
timing,clock.fmax,840.1,MHz
logic_synthesis,yosys-stat-cells,52,
grt,grt_pass1_vias,507,
logic_synthesis,largest_area_cell,"buf_4",
timing,setup_violations,25,
logic_synthesis,synth_cell_types,22,
routing,via_per_inst,3.250,
floorplanning,core-area,0.003416,sq mm
logic_synthesis,netlist_area,422.9,sq um
layout,stdcell_count,140,
placement,dp_hpwl,1125,microns
power,finalPower,344.6,uW
routing,diodes,0,
placement,dp_cells,125,
grt,grt_pass1_wl,2428,microns
floorplanning,die_h,80,microns
layout,drive_gt1_share,84.04,%
timing,hold_viol,0,
grt,use_met2,6.822,%
layout,regArea,0,sq um
worst_setup_path,worstPathArrival,0.99,ns
grt,busiest_layer,"met2",
routing,drc,0,
floorplanning,io_pins,38,
logic_synthesis,synthTopCellsByCount,"buf_4 (16), ha_1 (6)",
grt,grt_max_degree,6,
timing,rsz0062_at_grt,"yes",
worst_setup_path,cp.required,0.80,ns
job,warnings,41,
worst_setup_path,critPathKind,"in2out",
logic_synthesis,synth_cells,52,
floorplanning,initial_core_util,12.38,%
worst_hold_path,hp-class,"in2out",
grt,grt_use_total,4.526,%
timing,drv_slew,0,
floorplanning,chipArea,0.006400,sq mm
routing,final_antenna_net_count,0,
power,peakVddDrop,0.1306,mV
job,max-cap-violations,0,
grt,antenna_found_initial,0,
routing,firstDrtPassIters,3,
grt,grt_util_met1,6.394,%
placement,pre_cts_slack,-1.071,ns
worst_setup_path,crit_fanout,3,
layout,syn_to_final_growth,140.5,%
logic_synthesis,ys_seq_share,0,%
routing,wl,1617,microns
logic_synthesis,ys_area,422.9,sq um
layout,ff_count,0,
grt,met3_usage,1.591,%
cts,postCtsHoldBufs,0,
logic_synthesis,synth_area_per_cell,8.133,sq um
worst_setup_path,start_kind,"primary input",
timing,layout_min_cycle_time,1.190,ns
floorplanning,rows,21,
worst_setup_path,worstSetupEndpointType,"output port",
timing,hold_ws,0.7524,ns
grt,gr-total-overflow,0,
routing,dr.first_iter.drc_count,6,
timing,layout_setup_ws,-0.1903,ns
worst_hold_path,hold_path.startpoint,"addr[5]",
logic_synthesis,top_cell_area_share,28.40,%
floorplanning,die_width,80,microns
timing,fin_crit_sh,119.0,%
power,powerDensity,338.8,mW/mm^2
timing,tns,-2.637,ns
placement,gp_congestion,0.7538,
placement,port_buffers,31,
layout,clockBufferCount,0,
logic_synthesis,synth_warnings,1,
worst_setup_path,crit_start,"addr[2]",
power,leakage,0.0004877,uW
routing,vias,455,
routing,wl_per_cell,11.55,microns
logic_synthesis,synth_top_cell_by_count,"buf_4",
==> logic make-up (layout without fill, tap and decap cells) <==
family	after synthesis	count (layout)	share of synthesized area, %
AND-OR/OR-AND	7	7	14.20
buffers and inverters	20	57	35.50
AND/OR/NAND/NOR	17	18	29.29
multiplexers	1	1	2.367
other	1	5	0.8867
adder cells (fa/ha/maj)	6	6	17.75
==> worst max-delay path, cell delays in order <==
cell and delay (ns):
buf_8 0.09, inv_6 0.03, buf_6 0.11, ha_4 0.15, mux2i_1 0.16, nor2b_1 0.15, buf_2 0.10
==> power breakdown <==
part / internal (uW) / total [uW] / switching (uW)
clock network: 0 / 0 / 0
logic: 221 / 345 / 124
registers: 0 / 0 / 0
==> final cells by class <==
class,count,area (sq um)
timing repair buffer,55,536.8
tap,46,57.56
multi-input combinational,37,402.9
fill,343,2399
inverter,2,20.02
==> metal layers <==
metal	routed length [microns]	vias to the layer above	part of all wire, %
met5	0	-	0
met4	0	0	0
met3	135	0	8.3
met2	715	23	44
met1	766	202	47
li1	-	230	-
==> path summary, 6_finish.rpt <==
| kind | slack [ns] | cells after the start | endpoint |
|---|---|---|---|
| max | -0.19 | 7 | rdata[0] |
| min | 0.75 | 4 | rdata[16] |
==> cells in the final DEF (no fill, tap or decap), drive strengths merged <==
cell type / synthesis / routed
buf: 18 / 55
ha: 6 / 6
conb: 1 / 5
nor2b: 5 / 5
and2: 3 / 4
o21a: 3 / 3
a21oi: 3 / 3
nor2: 3 / 3
nor3: 2 / 2
nand2b: 2 / 2
inv: 2 / 2
and2b: 1 / 1
mux2i: 1 / 1
a211oi: 1 / 1
nor3b: 1 / 1
==> repair_timing <==
item	in CTS	in global routing
endpoints found under the setup margin	27	26
setup buffers	15	1
resized	158	14
pin swaps	16	8
gates cloned	1	0
==> per-stage QoR <==
step,utilization [%],instance area (sq um)
floorplan,-,442.9
global placement,21.76,743.2
detailed placement,21.76,743.2
CTS,27.66,944.7
global route,29.78,1017
finish,29.78,1017
Power figures rest on the tool's default switching activity, not on a simulated workload.
