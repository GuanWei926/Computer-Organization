===== flow/design.v =====
module reg_file #(parameter DWIDTH = 32)
(
    input                 clk,       
    input                 rst,       
    input  [4 : 0]        rs1_id,    
    input  [4 : 0]        rs2_id,    
    input                 we,        
    input  [4 : 0]        rdst_id,   
    input  [DWIDTH-1 : 0] rdst,      
    output reg [DWIDTH-1 : 0] rs1,       
    output reg [DWIDTH-1 : 0] rs2        
);
reg [DWIDTH-1:0] R[0:31];
assign rs1 = (rs1_id == 5'b00000) ? 32'h0 : R[rs1_id];  
assign rs2 = (rs2_id == 5'b00000) ? 32'h0 : R[rs2_id];  
always @(posedge clk) begin
    if(rst)begin
        for (int i = 0; i < 32; i = i + 1) begin
            R[i] <= 32'h0;  
        end
    end
    else if(we) begin
        R[rdst_id] <= rdst;  
    end
end
endmodule

===== flow/run.sh =====
#!/bin/bash
# OpenROAD 26Q1-2900-gdf79404cd8, Yosys 0.63+post, stock flow scripts
make -C /OpenROAD-flow-scripts/flow DESIGN_CONFIG=/design/flow/config.mk WORK_HOME=/design/flow/orfs finish

===== flow/config.mk =====
export PLATFORM = sky130hd
export DESIGN_NAME = reg_file
export DESIGN_NICKNAME = reg_file
export VERILOG_FILES = /design/flow/design.v
export SDC_FILE = /design/flow/constraint.sdc
export NUM_CORES = 4
export LEC_CHECK = 1
export CORE_UTILIZATION = 30

===== flow/constraint.sdc =====
current_design reg_file

set clk_period 15.3
set clk_io_pct 0.2

create_clock -name clk0 -period $clk_period [get_ports {clk}]

set non_clock_inputs [all_inputs -no_clocks]
set_input_delay [expr $clk_period * $clk_io_pct] -clock clk0 $non_clock_inputs
set_output_delay [expr $clk_period * $clk_io_pct] -clock clk0 [all_outputs]

==> load_flow_metrics.sql <==
-- flow metrics import
INSERT INTO impl_metrics (metric_group, metric, value, unit) VALUES
('outcome', 'outcome', 'finished clean', ''),
('logic_synthesis', 'asyncSetResetFlopFracSynth', '0', '%'),
('min_path', 'hold-path-endpoint', 'R[4][10]$_SDFFCE_PN0P_', ''),
('routing', 'route.detailed.drc', '0', ''),
('critical_path', 'worst-path-max-fanout', '38', ''),
('logic_synthesis', 'synth_chip_area', '54400', 'µm²'),
('timing', 'setup-violations-final', '0', ''),
('min_path', 'min_path_cells', '3', ''),
('clock_tree', 'clock_path_buffers', '3', ''),
('logic_synthesis', 'synthesized_netlist_cell_count', '3555', ''),
('global_routing', 'antenna_violations_before_repair', '4', ''),
('routing', 'wl', '180000', 'µm'),
('global_routing', 'groute.usage.overall', '20.8', '%'),
('critical_path', 'critPathCaptureType', 'output port', ''),
('logic_synthesis', 'topCellsByArea', 'sky130_fd_sc_hd__edfxtp_1 (56%), sky130_fd_sc_hd__mux4_2 (19%), sky130_fd_sc_hd__and2_1 (12%)', ''),
('routing', 'route.detailed.wl_per_inst', '29.9', 'µm'),
('routing', 'vias', '32700', ''),
('logic_synthesis', 'yosys.area.top_type_share', '56.5', '%'),
('timing', 'timing.setup.tns', '0', 'ns'),
('critical_path', 'crit_path_start_kind', 'primary input', ''),
('clock_tree', 'post_cts_resized', '0', ''),
('timing', 'min_period', '10.92', 'ns'),
('timing', 'final_min_period_over_clock_period', '71.4', '%'),
('global_routing', 'grt_pass1_vias', '35600', ''),
('layout', 'instances_no_fill', '6018', ''),
('run', 'drv.max_cap_violation_count', '0', ''),
('routing', 'drt_pre_antenna_iters', '6', ''),
('placed_design', 'final_gp_congestion', '0.900', ''),
('routing', 'detail_route.wirelength.met1', '59100', 'µm'),
('timing', 'timing.max_slew.rel_slack', '20.7', '%'),
('clock_tree', 'cts.sinks', '1024', ''),
('clock_tree', 'ctsHoldBuffers', '0', ''),
('global_routing', 'grt_pass1_wl', '255000', 'µm'),
('logic_synthesis', 'yosys-stat-cells', '3555', ''),
('floorplan', 'row_count', '155', ''),
('floorplan', 'floorplan.die_area', '183000', 'µm²'),
('logic_synthesis', 'synth_warnings', '3', ''),
('critical_path', 'cp_data_arrival_time', '7.86', 'ns'),
('routing', 'wl_met2', '83400', 'µm'),
('timing', 'timing.final.max_slew_violations', '0', ''),
('placed_design', 'post_place_cells', '5819', ''),
('floorplan', 'floorplan.io_pins', '114', ''),
('routing', 'drt.antenna.violating_nets', '0', ''),
('min_path', 'min_path_type', 'primary input to flop', ''),
('clock_tree', 'htree_levels', '3', ''),
('routing', 'dr_wl_met3', '28500', 'µm'),
('timing', 'hold_violations', '0', ''),
('timing', 'grt_setup_unrepaired', 'false', ''),
('layout', 'number_of_filler_cells_placed_in_the_layout', '16700', ''),
('layout', 'mostFrequentLayoutCell', 'sky130_fd_sc_hd__and2_1', ''),
('floorplan', 'initial_utilization', '30.3', '%'),
('routing', 'topRoutingLayerUsed', 'met5', ''),
('layout', 'syn2layout_area_growth', '13.5', '%'),
('layout', 'layout_top_cells_excl_fill_tap', 'sky130_fd_sc_hd__and2_1 (1,026), sky130_fd_sc_hd__edfxtp_1 (1,024), sky130_fd_sc_hd__mux4_2 (464)', ''),
('logic_synthesis', 'synth.distinct_cells', '44', ''),
('floorplan', 'floorplan_die_width', '428', 'µm'),
('layout', 'largest_reg_flops', '1024', ''),
('clock_tree', 'number_of_clock_buffers_inserted_by_tritoncts', '106', ''),
('power', 'irDropWorstVdd', '0.000106', 'V'),
('timing', 'achievable-frequency', '0.0916', 'GHz'),
('critical_path', 'criticalPathCategory', 'primary input to output port', ''),
('power', 'pwr_density_cell', '109', 'nW/µm²'),
('placed_design', 'detailedPlacementHpwl', '106000', 'µm'),
('layout', 'largest-register', 'R', ''),
('run', 'warnings', '26', ''),
('routing', 'dr.first_iter.drc_count', '2099', ''),
('logic_synthesis', 'synth_area_leader_cell', 'sky130_fd_sc_hd__edfxtp_1', ''),
('logic_synthesis', 'post_synthesis_average_cell_area', '15.3', 'µm²'),
('global_routing', 'largest_net_degree_at_the_start_of_global_routing', '94', ''),
('routing', 'viasPerCell', '5.43', ''),
('clock_tree', 'root_buffer', 'sky130_fd_sc_hd__clkbuf_16', '');
==> cells in the mapped netlist (all sizes together), types with 2 or more instances <==
cell type	count
nand3	5
o22ai	103
nand2	11
a22oi	18
or3	2
a31oi	2
a21oi	10
nor2b	17
inv	3
a211oi	6
a22o	51
and2	1027
mux2	34
clkbuf	273
nor4	5
o221ai	5
buf	117
nand2b	6
or2	34
a221oi	4
nor2	39
a32o	4
a2111oi	61
edfxtp	1024
or3b	3
nor3	54
mux2i	161
mux4	464
nand3b	5
==> layout make-up <==
class                           instances  area, µm²  area share (%)
Antenna cell                            7       17.5          0.0283
Clock buffer                          134       2860            4.63
Clock inverter                         58        583           0.943
Inverter                                3       11.3          0.0182
Multi-Input combinational cell       2138      22100            35.8
Sequential cell                      1024      30700            49.8
Tap cell                             2355       2950            4.77
Timing Repair Buffer                  299       2530            4.10
==> metal layers <==
metal	up-vias	global-route usage, %
met2	2345	31.0
met4	6	8.45
met1	16100	23.7
li1	13800	-
met3	427	13.9
met5	-	0.546
==> power breakdown <==
group          leakage (nW)  internal [mW]  switching (mW)  total (mW)
Clock                  1.68           1.52            1.11        2.62
Sequential             9.74           3.24          0.0762        3.31
Combinational          9.37          0.367           0.452       0.819
Total                  20.8           5.12            1.64        6.76
==> how the worst max path moves through the flow <==
stage / startpoint / end / cells after the start
4_1_cts: rs2_id[0] / rs2[18] / 10
5_1_grt: rs2_id[0] / rs2[18] / 10
6_report: rs2_id[0] / rs2[18] / 10
==> critical path, cell delays in order <==
cell,delay [ns]
sky130_fd_sc_hd__buf_8,0.34
sky130_fd_sc_hd__buf_4,0.58
sky130_fd_sc_hd__buf_4,0.61
sky130_fd_sc_hd__buf_4,0.50
sky130_fd_sc_hd__mux4_2,0.57
sky130_fd_sc_hd__a22o_1,0.28
sky130_fd_sc_hd__a2111oi_1,1.00
sky130_fd_sc_hd__buf_4,0.25
sky130_fd_sc_hd__nor3_1,0.10
sky130_fd_sc_hd__clkdlybuf4s50_1,0.45
==> through the flow <==
step,hold WS (ns),worst slack [ns],cell area (µm²),util [%],power [mW]
2_1_floorplan,3.26,7.58,54400,-,3.82
3_3_place_gp,4.03,3.82,58300,32.5,4.19
3_5_place_dp,4.03,4.26,58300,32.5,4.19
4_1_cts,3.26,4.23,61800,34.4,6.80
5_1_grt,3.30,4.16,61800,34.4,6.95
6_report,3.29,4.38,61800,34.5,6.76
==> kinds of logic (layout without fill, tap and decap cells) <==
family | count (synthesis) | in the layout | synth area share, %
AOI/OAI and AO/OA | 266 | 266 | 3.69
buffers and inverters | 393 | 494 | 3.32
DFF | 1024 | 1024 | 56.5
muxes | 659 | 659 | 22.9
other | 0 | 7 | 0
and+or+nand+nor | 1213 | 1213 | 13.7
No activity file was given, so power comes from the tool's default toggle rates.
