<file path="./design.v">
module dmem (
    input           clk,
    input  [ 5 : 0] addr,   
    input           we,     
    input  signed [31 : 0] wdata,  
    output signed [31 : 0] rdata   
);
    reg signed [31 : 0] RAM [15 : 0];
    integer idx;
    initial begin
        for (idx = 0; idx < 16; idx = idx+1) RAM[idx] = 32'h0;
    end
    assign rdata = RAM[addr[5:2]];
    always @(posedge clk) begin
        if (we) RAM[addr[5:2]] <= wdata;
    end
endmodule
</file>
<file path="./constraint.sdc">
current_design dmem

set clk_period 4.4
set clk_io_pct 0.2

create_clock -name clk0 -period $clk_period [get_ports {clk}]

set non_clock_inputs [all_inputs -no_clocks]
set_input_delay [expr $clk_period * $clk_io_pct] -clock clk0 $non_clock_inputs
set_output_delay [expr $clk_period * $clk_io_pct] -clock clk0 [all_outputs]
</file>
<file path="./run.sh">
#!/bin/bash
# OpenROAD 26Q1-2900-gdf79404cd8, Yosys 0.63+post, stock flow scripts
make -C /OpenROAD-flow-scripts/flow DESIGN_CONFIG=/design/flow/config.mk WORK_HOME=/design/flow/orfs finish
</file>
<file path="./config.mk">
export PLATFORM = sky130hd
export DESIGN_NAME = dmem
export DESIGN_NICKNAME = dmem
export VERILOG_FILES = /design/flow/design.v
export SDC_FILE = /design/flow/constraint.sdc
export NUM_CORES = 4
export LEC_CHECK = 1
export CORE_UTILIZATION = 50
</file>
==> notes.md <==
run metrics: status finished clean, Hold Vio Cnt, Final 0, Design Power approximately 10 mW, Register Area 0.0154 mm^2, largest net degree at the start of global routing ~48, # Cells Yosys 808, Setup CP Type in -> out, mean routed wirelength per cell between 20 and 30 um, dpl hpwl ~20000 um, MI comb area 0.00375 mm^2, Top logic family multiplexers, Syn Std Cell Area just under 0.02 mm^2, fin crit share between 90% and 100%, vias in the first global route ~10000, most frequent cell after synthesis edfxtp_1, worst-case vdd ir drop approximately 0.00036 V, syn_area_per_cell about 24 um^2, yosys adder share 0%, GR Util All Layers roughly a quarter, CP Launch Type input port, grt total ovfl 0, Residual DRC 0, core outline area approximately 0.038 mm^2, Max stage delay cell, worst path clkdlybuf4s50_1, Async SR Flop Fraction 0%, Routed WL about 40000 um, DRT iter0 DRCs about 430, Post-synth regs 512, Synth top area share between 70% and 80%, Reg clk slew, reported paths approximately 60 ps, Worst Tran Pin Value between 700 and 800 ps, Final Non-Filler Cells around 1500, XOR-XNOR Cells, Area Fraction 0%, maxcap violations 0, # setup viols final 0, CTS tree built, max reg flops 512, CP Launch Point addr[4], Post-CTS Setup Inserts 0, yosys aoi share between 2 and 2.5%, remaining antenna violation count 0, fraction of layout cells with a size suffix above 1 about a quarter, mux share around 15%, Cell Type Count 16, P_leak about 7.0 nW, YS chip area 0.0192 mm^2, FP Util around half, met1 Usage GRT between 30% and 40%, vias between 8000 and 9000, highest clock rate about 250 MHz, Resized Gates After CTS 0, die footprint approximately 0.039 mm^2, Final Util between 50% and 60%, die height roughly 200 um, HP Class in -> reg, chip width about 200 um, CTS root buffer clkbuf_16, CTS buffer count ~50, fin crit period between 3000 and 4000 ps, first-pass iteration count of the detailed router 6, met3 Use GR between 10% and 20%, met2 Resource Use GR between 30 and 40%, top post-synthesis cells by count 512 x edfxtp_1, 128 x mux4_2, 64 x a22oi_1, Syn. warnings 1, Max FO, Critical Path 11, RSZ-0062 raised after global routing no, deepest clock path buffer count 3, setup TNS 0 ps, Largest stage delay, worst path just over 700 ps, I/O pins 72, hold_sp wdata[6], Worst EP required 3520 ps, via/cell ratio 5.98, Placed Cells 1384, Post-synth area hogs edfxtp_1 80%, mux4_2 15%, a22oi_1 2.5%, dominant register cell edfxtp_1, area delta synth->final 17.0%, crit path DAT 3100 ps, tool warnings 27, CTS sink cnt about 510, FP Rows between 70 and 80, flip-flops with a built-in enable ~500, gr busiest metal met2, Simple-Gate Fraction of Synth Area 1.31%, gpl congestion ~0.78, H-tree depth 2, slew margin rel. around half, cts hold-fix bufs 0, nature of the critical path endpoint output pin, first-pass GRT wire length approximately 59000 um, Post-synth seq share between 70% and 80%, Mapped Cells ~810, cell taking the most area after synthesis edfxtp_1, pwr/cell area 446 mW/mm^2, CP most frequent cell clkdlybuf4s50_1, Pins Over Slew Limit 0, cell chain of the critical path clkdlybuf4s50_1 > and2_2 > buf_4 > a22oi_1 > nand2_1 > clkdlybuf4s50_1, # fillers between 2000 and 3000, port bufs ~69, initial antenna violation count 1
[routing by layer]
metal | wire length [um] | share of wire (%) | vias to the layer above
li1 | - | - | 3729
met1 | 13100 | 33 | 4390
met2 | 19000 | 48 | 634
met3 | 6750 | 17 | 72
met4 | 944 | 2.4 | 2
met5 | 66 | 0.17 | -
[path summary, 6_finish.rpt]
check,endpoint,slack (ps),depth (start not counted)
worst max-delay path,rdata[20],420,6
worst min-delay path,RAM[3][6],1200,1
[cell usage in the layout, fill, tap and decap left out]
| cell type | Yosys | layout |
|---|---|---|
| clkbuf_16 | 0 | 53 |
| nor2_4 | 0 | 13 |
| clkinv_2 | 0 | 9 |
| buf_12 | 0 | 15 |
| edfxtp_1 | 512 | 512 |
| clkbuf_8 | 0 | 1 |
| clkbuf_1 | 27 | 16 |
| clkdlybuf4s50_1 | 0 | 67 |
| clkinv_1 | 0 | 11 |
| nand3b_1 | 2 | 2 |
| buf_4 | 1 | 27 |
| bufinv_16 | 0 | 2 |
| mux4_2 | 128 | 128 |
| nor3_2 | 0 | 4 |
| nand2_1 | 33 | 33 |
| a22oi_1 | 64 | 64 |
| diode_2 | 0 | 1 |
| nand2b_1 | 2 | 2 |
| nor2b_4 | 0 | 2 |
| nand3_1 | 1 | 1 |
| or3b_2 | 1 | 1 |
| and2_2 | 0 | 1 |
[report_power, final]
group	leakage (nW)	internal [mW]	total [mW]	switching, mW
combinational	1.67	0.270	0.553	0.284
sequential	4.63	5.47	5.49	0.0206
clock	0.753	2.31	3.98	1.67
total	7.05	8.05	10.0	1.98
[logic make-up after synthesis]
| logic type | Yosys count |
|---|---|
| mux | 128 |
| simple gates | 59 |
| compound gates | 64 |
| flops | 512 |
| buf+inv | 45 |
[worst max-delay path: cells and delay by family]
kind	cells	cell delay, ps
buffers and inverters	3	1470
AND/OR/NAND/NOR	2	660
AND-OR/OR-AND	1	80
[stage by stage]
step	setup WS (ps)	cell area [um^2]	hold slack [ps]
finish	423	22500	1200
global route	321	22500	1240
CTS	428	22500	1180
detailed placement	436	21000	1790
global placement	464	21000	1740
floorplan	278	19200	979
[layout make-up]
class / count / area share [%]
Sequential cell: 512 / 68.4
Multi-Input combinational cell: 251 / 16.7
Clock buffer: 69 / 6.17
Timing Repair Buffer: 110 / 5.28
Tap cell: 511 / 2.84
Clock inverter: 22 / 0.651
Antenna cell: 1 / 0.0111
No activity file was given, so power comes from the tool's default toggle rates.
